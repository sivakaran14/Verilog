==> flow/config.mk <==
export PLATFORM = sky130hd
export DESIGN_NAME = alu
export DESIGN_NICKNAME = alu
export VERILOG_FILES = /design/flow/design.v
export SDC_FILE = /design/flow/constraint.sdc
export NUM_CORES = 4
export LEC_CHECK = 1
export CORE_AREA = 10 10 110 110
export DIE_AREA = 0 0 120 120
==> flow/constraint.sdc <==
current_design alu

set clk_period 5.3
set clk_io_pct 0.2

create_clock -name clk0 -period $clk_period

set non_clock_inputs [all_inputs -no_clocks]
set_input_delay [expr $clk_period * $clk_io_pct] -clock clk0 $non_clock_inputs
set_output_delay [expr $clk_period * $clk_io_pct] -clock clk0 [all_outputs]
==> flow/design.v <==
module alu(
input[3:0]A,B,
input [3:0]alu_sel,
output[3:0] alu_out,
output carry_out
);
reg[3:0] alu_result;
wire[4:0] tmp;
assign alu_out=alu_result;
assign carry_out=tmp;
assign tmp={1'b0,A}+{1'b0,B};
always@(*)
begin
	case(alu_sel)
		4'b0000:alu_result=A+B;
		4'b0001:alu_result=A-B;
		4'b0010:alu_result=A*B;
		4'b0011:alu_result=A/B;
		4'b0100:alu_result=A<<B;
		4'b0101:alu_result=A>>B;
		4'b0110:alu_result={A[2:0],B[3]};
		4'b0111:alu_result={A[0],B[3:1]};
		4'b1000:alu_result=A|B;
		4'b1001:alu_result=A&B;
		4'b1010:alu_result=~(A|B);
		4'b1011:alu_result=~(A&B);
		4'b1100:alu_result=A^B;
		4'b1101:alu_result=~(A^B);
		4'b1110:alu_result=(A==B)?4'b1:4'b0;
		4'b1111:alu_result=(A>B)?4'b1:4'b0;
		default: alu_result=A+B;
	endcase
end
endmodule
==> flow/run.sh <==
#!/bin/bash
# OpenROAD 26Q1-2900-gdf79404cd8, Yosys 0.63+post, stock flow scripts
make -C /OpenROAD-flow-scripts/flow DESIGN_CONFIG=/design/flow/config.mk WORK_HOME=/design/flow/orfs finish
==> results.cfg <==
; flow metrics
[power_and_ir_drop]
vdd_drop_max_mv = 0.0235
powerDensity_nw_per_um2 = 96.4
power_mw = 0.206
p_leak_nw = 0.880

[placement]
io_buffers = 17
place_congestion = 0.921
dp_hpwl_microns = 3750

[worst_hold_path]
hold_class = in2out

[layout]
area_delta_synth_final_pct = 46.9
drive_above_1_share_pct = 26.8
seqCellArea_sq_um = 0
ff_count = 0
fin_util_pct = 21.9
nClkBuffers = 0

[route]
drtIter0Drc = 89
viasPerCell = 4.20
routedWlPerCell_microns = 12.7
drt-total-wl_microns = 4670
drt-pass1-iter-count = 4
ant_nets = 0
num_vias = 1545
drc_errors = 0
n_antenna_cell = 0

[die]
fp-utilization_pct = 14.9
dieArea_sq_um = 14400
rows = 36
ios = 17
die_x_microns = 120
dieHeight_microns = 120
core_sq_um = 9770

[synthesis]
ys_area_sq_um = 1460
top_area_cell = ha_1
ys_types = 55
yosys-top-cells-area = ha_1 (26%), xnor2_1 (7.2%), a21oi_1 (4.1%)
top_cell_area_share_pct = 25.8
synth-compound-area-share_pct = 27.9
yosysWarningCount = 1
postSynthCellCount = 195
ys_sh_xor_pct = 10.6
synth-adder-area-share_pct = 28.5
top_logic_kind = adder cells
syn-cell-area_sq_um = 1460
ys_sh_simple_pct = 18.4
synth.area.mux_share_pct = 7.22
ys_cells = 195
syn_area_per_cell_sq_um = 7.47
ys_seq_share_pct = 0

[grt]
antenna_found_initial = 0
track_usage_pct = 6.34
grt_pass1_wl_microns = 7690
grt_pass1_vias = 1499
overflow = 0
grt_max_degree = 19

[critical_path]
worst-path-max-fanout = 4
worstSetupStartpoint = B[3]
crit_arrival_ps = 4480
worst_ep_required_time_ps = 4240
cp-endpoint = alu_out[0]
cp-start-kind = input port
crit_path_end_kind = output pin
critPathKind = in2out

[timing]
tightest_slew_ps = 549
setup_violations = 1
max_freq_ghz = 0.181
slew_headroom_pct = 63.3
fin_crit_sh_pct = 104
post-route-min-period_ps = 5540
worst_slack_ps = -238
setup_tns_ps = -238
rsz0062_at_grt = true
finalHoldViolCount = 0
maxSlewViolCount = 0

[status]
status = finished, violations left
violations = setup timing

[run]
cap_violations = 0
tool_warnings = 48
==> worst min path at each step <==
stage | from | to | slack, ps | cells past startpoint
final | B[1] | alu_out[1] | 2710 | 5
after global routing | B[1] | alu_out[1] | 2760 | 5
after CTS | B[1] | alu_out[0] | 2790 | 6
==> per-layer routing <==
metal / vias to the layer above / global-route usage [%] / routed length, microns
met5: - / 0 / 0
met4: 0 / 0.980 / 35
met3: 4 / 0.857 / 216
met2: 43 / 10.9 / 2240
met1: 701 / 8.43 / 2180
li1: 797 / - / -
==> synth_stat cells, drive strengths merged, types with 3 or more instances <==
cell     n
buf      6
nor3     6
clkbuf   5
o22ai    3
xnor2   12
a21oi   12
xor2     3
o21ai    8
nand2   13
a31oi    3
ha      30
nand3    7
mux2     4
o211ai   6
nor2b    3
nand2b   4
or2      3
mux2i    6
inv     14
nor2     9
==> power breakdown <==
part	internal (mW)	leakage, nW	total (mW)	switching, mW
logic	0.108	0.880	0.206	0.0981
clock network	0	0	0	0
registers	0	0	0	0
==> cells by family (layout without fill, tap and decap cells) <==
group	Yosys count	after routing
muxes	10	10
AOI/OAI and AO/OA	58	58
xor gates and xnor gates	16	16
buffers and inverters	26	66
and+or+nand+nor	53	53
adders and majority gates	32	32
==> worst max-delay path, cell delays in order <==
cell,delay (ps)
buf_8,100
nor3_4,220
a21oi_2,80
a21oi_2,130
ha_1,260
o21a_1,120
o211ai_1,150
buf_4,160
mux2_4,310
ha_4,280
o21ai_4,60
a21oi_4,170
buf_6,120
mux2_4,300
ha_4,220
a211oi_4,230
o221ai_2,130
a221o_1,260
buf_2,110
==> through the flow <==
| stage | instance area, sq um | worst slack [ps] | hold WS [ps] | std cells |
|---|---|---|---|---|
| 3_5_place_dp | 2030 | -1170 | 3400 | 361 |
| 4_1_cts | 2090 | -230 | 2790 | 366 |
| 3_3_place_gp | 2030 | -1090 | 3400 | 361 |
| 2_1_floorplan | 1560 | -13.4 | 2220 | 195 |
| 6_report | 2140 | -238 | 2710 | 368 |
| 5_1_grt | 2140 | -423 | 2760 | 368 |
==> layout by cell type, fill, tap and decap left out, types with 5 or more instances in the layout <==
| master | count |
|---|---|
| ha_1 | 26 |
| buf_4 | 33 |
| mux2i_1 | 6 |
| clkdlybuf4s50_1 | 9 |
| nand2_1 | 13 |
| inv_1 | 11 |
| o211ai_1 | 6 |
| nor3_1 | 5 |
| nand3_1 | 7 |
| a21oi_1 | 9 |
| xnor2_1 | 12 |
| nor2_1 | 9 |
==> what timing repair did <==
item,4_1_cts,5_1_grt
hold buffers,0,0
setup buffers,5,2
setup endpoints to repair,2,2
gates resized,37,6
pin swaps,15,5
==> layout make-up <==
| cell class | instances | area, sq um |
|---|---|---|
| inverters | 15 | 63.8 |
| repair buffers | 51 | 427 |
| fillers | 1058 | 7630 |
| multi-input cells | 169 | 1480 |
| well taps | 133 | 166 |
Power is estimated from default activity; no workload was simulated.
