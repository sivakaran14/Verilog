--- flow/run.sh ---
#!/bin/bash
# OpenROAD 26Q1-2900-gdf79404cd8, Yosys 0.63+post, stock flow scripts
make -C /OpenROAD-flow-scripts/flow DESIGN_CONFIG=/design/flow/config.mk WORK_HOME=/design/flow/orfs finish
--- flow/config.mk ---
export PLATFORM = sky130hd
export DESIGN_NAME = traffic_lightcontrol
export DESIGN_NICKNAME = traffic_lightcontrol
export VERILOG_FILES = /design/flow/design.v
export SDC_FILE = /design/flow/constraint.sdc
export NUM_CORES = 4
export LEC_CHECK = 1
export CORE_AREA = 10 10 86 86
export DIE_AREA = 0 0 96 96
--- flow/constraint.sdc ---
current_design traffic_lightcontrol

set clk_period 2.5
set clk_io_pct 0.2

create_clock -name clk0 -period $clk_period [get_ports {clk}]

set non_clock_inputs [all_inputs -no_clocks]
set_input_delay [expr $clk_period * $clk_io_pct] -clock clk0 $non_clock_inputs
set_output_delay [expr $clk_period * $clk_io_pct] -clock clk0 [all_outputs]
--- flow/design.v ---
module traffic_lightcontrol(
input clk,rst,
output reg [2:0]m1,
output reg [2:0]m2,
output reg [2:0]mt,
output reg [2:0]s
);
parameter s1=0,
	s2=1,
	s3=2,
	s4=3,
	s5=4,
	s6=5;
reg[3:0]count;
reg[2:0]ps;
parameter sec7=7,
	sec5=5,
	sec2=2,
	sec3=3;
always@(posedge clk or posedge rst)
begin
	if(rst==1)
	begin
		ps<=s1;
		count<=0;
	end
	else
		case(ps)
			s1:if(count<sec7)
		begin
			ps<=s1;
			count<=count+1;
		end
		else
		begin
			ps<=s2;
			count<=0;
		end
		 s2:if(count<sec2)
		begin
			ps<=s2;
			count<=count+1;
		end
		else
		begin
			ps<=s3;
			count<=0;
		end
		s3:if(count<sec5)
		begin
			ps<=s3;
			count<=count+1;
		end
		else
		begin
			ps<=s4;
			count<=0;
		end
		s4:if(count<sec2)
		begin
			ps<=s4;
			count<=count+1;
		end
		else
		begin
			ps<=s5;
			count<=0;
		end
		s5:if(count<sec3)
		begin
			ps<=s5;
			count<=count+1;
		end
		else
		begin
			ps<=s6;
			count<=0;
		end
		s6:if(count<sec2)
		begin
			ps<=s6;
			count<=count+1;
		end
		else
		begin
			ps<=s2;
			count<=0;
		end
		default:ps<=s1;
	endcase
end
		always@(ps)
		begin
			case(ps)
				s1:begin
					m1<=3'b001;
					m2<=3'b001;
					mt<=3'b100;
					s<=3'b100;
				end
				s2:begin
					m1<=3'b001;
					m2<=3'b100;
					mt<=3'b010;
					s<=3'b100;
				end
				s3:begin
					m1<=3'b001;
					m2<=3'b001;
					mt<=3'b100;
					s<=3'b100;
				end
				s4:begin
					m1<=3'b010;
					m2<=3'b010;
					mt<=3'b100;
					s<=3'b100;
				end
				s5:begin
					m1<=3'b100;
					m2<=3'b100;
					mt<=3'b100;
					s<=3'b001;
				end
				s6:begin
					m1<=3'b001;
					m2<=3'b001;
					mt<=3'b001;
					s<=3'b010;
				end
				default:begin
					m1<=3'b000;
					m2<=3'b000;
					mt<=3'b000;
					s<=3'b000;
				end
				endcase
		end
				endmodule
==> run notes <==
impl run done, here's what came out: CTS Hold Buffers Added 0, Worst R2R Start ps[3]$_DFF_PP0_, Detail Route Antenna Nets 0, largest driver fanout on the critical path 9, global-route wire length before repair 2040 um, Clock Path Buffers 2, Top-Level Pins 14, synth unique cells 28, synthesized area 594 sq um, status finished clean, Die Ht 96 um, number of diodes 0, tool warnings 26, largest net degree at the start of global routing 11, remaining global-route overflow 0, Final Critical Period 2.28 ns, CP required 2.00 ns, Yosys chip area 594 sq um, worst vdd ir 0.135 mV, initial core utilization 10.7%, slew of the pin with the lowest slew margin 0.552 ns, Synth flops 10, sw frac 17.9%, port buffer count 13, max cap viols 0, total wire length 1330 um, DRC 0, r2r endpoint count[0]$_DFFE_PP0P_, Clock power frac 54.6%, unrepaired setup endpoints after global routing no, worst slack at placement 0.464 ns, htree depth 1, antenna violations before repair 0, root buffer cell clkbuf_8, Worst Hold Class flop to flop, syn avg cell area 8.87 sq um, Placement Rows 27, yosys warning tally 1, Final Hold Vio Count 0, Max Clock Freq 440 MHz, Final WS setup 0.225 ns, # Post-CTS Setup Buffers 0, GR Util All Layers 2.81%, WHS Endpoint ps[0]$_DFF_PP1_, slowest CP cell or4_2, cells along the critical path or4_2 > clkdlybuf4s50_1, dpl hpwl 973 um, drt first pass iters 2, met3 routed WL 204 um, r2r setup slk 0.67 ns, Setup crit end kind primary output, vias per inst 3.34, Layout area overhead 38.9%, layout cell share with drive strength beyond 1 13.5%, Sw Pwr 0.0660 mW, Detailed Route Iter0 Violations 13, vias 488, routed wl met2 488 um, setup violators final 0, met1 WL 628 um, WS Path Type flop to primary output, post-layout period usage of the worst path 91.0%, hold path depth 1, Seq pwr share 44.1%, power per cell area 446 nW/um^2, Lkg Pwr 0.354 nW, post-DR wirelength/cell 9.11 um, clk latency late pin 0.23 ns, Hold Startpoint ps[0]$_DFF_PP1_, Slew headroom 62.9%, cells in synth_stat.txt 67, cts bufs inserted 3, Post-CTS Resized 0, vias in the first global route 417, Post-Syn Instances 67, FILL cells 641, Clock Skews 0.00201 ns, R2R cell count 4, Highest Signal Layer met4, Slew Limit Fails 0, DIE AREA 9220 sq um, Die W 96 um, Logic pwr share 1.3%, core area 5540 sq um, type of origin of the critical path flop, Post-synth seq share 42.3%, internal power 0.302 mW, Core Util, Final 14.9%, Crit path arrival time 1.78 ns, CTS tree yes, Final Wtd Congestion 0.809, Crit path largest cell delay 0.66 ns, # clock sinks 10, Post-Route Setup TNS 0 ns, Clock transition at path regs 0.05 ns
[synthesized netlist by cell type]
master | instances | area, sq um
a211o_1 | 2 | 17.5
a21oi_1 | 2 | 10.0
a22o_1 | 3 | 26.3
a32o_2 | 1 | 11.3
and2_0 | 1 | 6.26
and2_1 | 1 | 6.26
buf_2 | 1 | 5.00
clkbuf_1 | 8 | 30.0
dfrtp_1 | 9 | 225
dfstp_2 | 1 | 26.3
dlygate4sd1_1 | 1 | 8.76
ha_1 | 2 | 25.0
inv_1 | 6 | 22.5
mux2i_1 | 1 | 10.0
nand2_1 | 5 | 18.8
nand4_1 | 1 | 6.26
nor2_1 | 2 | 7.51
nor2b_1 | 3 | 18.8
nor3_1 | 4 | 20.0
o21ai_0 | 4 | 20.0
o221ai_1 | 1 | 8.76
o32ai_1 | 1 | 8.76
or2_2 | 1 | 6.26
or3_1 | 1 | 6.26
or3_2 | 1 | 7.51
or4_1 | 2 | 15.0
or4_2 | 1 | 8.76
or4_4 | 1 | 11.3
[per-layer routing]
metal | vias up | track usage [%]
met3 | 2 | 1.89
li1 | 243 | -
met1 | 227 | 3.72
met5 | - | 0
met4 | 0 | 0.246
met2 | 16 | 3.87
[power groups by stage]
stage	logic (mW)	clock network, mW	registers, mW
CTS	0.00505	0.209	0.162
global route	0.00580	0.218	0.162
finish	0.00467	0.201	0.162
[placed cells by master, fill, tap and decap left out]
master            n
a211o_1           2
a21oi_1           2
a22o_1            3
a32o_2            1
and2_0            1
and2_1            1
clkbuf_8          4
clkdlybuf4s50_1  13
dfrtp_1           9
dfstp_2           1
ha_1              2
inv_1             6
mux2i_1           1
nand2_1           5
nand4_1           1
nor2_1            2
nor2b_1           3
nor3_1            4
o21ai_0           4
o221ai_1          1
o32ai_1           1
or2_2             1
or3_1             1
or3_2             1
or4_1             2
or4_2             1
or4_4             1
[cells by family after synthesis]
family | count (synthesis) | synth area share, %
multiplexers | 1 | 1.68
flip-flops | 10 | 42.3
AND/OR/NAND/NOR | 24 | 23.4
adder cells (fa/ha/maj) | 2 | 4.21
buffers and inverters | 16 | 11.2
AND-OR/OR-AND | 14 | 17.3
[through the flow]
step | std cells | cell area [sq um] | hold slack [ns] | power (mW)
after floorplan | 67 | 594 | 0.339 | 0.167
after CTS | 146 | 826 | 0.531 | 0.376
after detailed placement | 142 | 771 | 0.524 | 0.170
after global placement | 142 | 771 | 0.523 | 0.170
final | 146 | 826 | 0.529 | 0.368
after global routing | 146 | 826 | 0.549 | 0.385
[registers in the layout, indices dropped and copies added (netlist names)]
name and cells:
ps 6, count 4
[cell type report]
cell class | instances | area (sq um) | share of cell area, %
Timing Repair Buffer | 13 | 130 | 15.8
Inverter | 6 | 22.5 | 2.73
Sequential cell | 10 | 251 | 30.5
Clock buffer | 4 | 55.1 | 6.67
Tap cell | 72 | 90.1 | 10.9
Multi-Input combinational cell | 41 | 277 | 33.5
[critical path, delay by kind of cell (launching register included)]
kind	cells	cell delay, ns
buffers and inverters	1	0.43
AND/OR/NAND/NOR	1	0.66
flip-flops	1	0.46
[how the worst max path moves through the flow]
| stage | startpoint | to | slack (ns) | depth (start not counted) |
|---|---|---|---|---|
| after CTS | ps[5]$_DFF_PP0_ | mt[2] | 0.21 | 2 |
| after global routing | ps[5]$_DFF_PP0_ | mt[2] | 0.18 | 2 |
| final | ps[5]$_DFF_PP0_ | mt[2] | 0.22 | 2 |
Power and IR drop assume default switching activity.
