==> design/flow/design.v <==
module fulladder(A,B,C,S,D);
input A,B,C;
output S,D;
wire x1,x2,x3;
xor r1(S,A,B,C);
and a1(x1,A,B);
and a2(x2,B,C);
and a3(x3,A,C);
or o1(D,x1,x2,x3);
endmodule
module par_addsub(A,B,C,S,D);
input[3:0]A;
input[3:0]B;
input C;
output[3:0]S;
output D;
wire x1,x2,x3;
wire [4:1]y;
assign y=B^{4{C}};
fulladder f1(.A(A[0]),.B(y[1]),.C(C),.S(S[0]),.D(x1));
fulladder f2(.A(A[1]),.B(y[2]),.C(x1),.S(S[1]),.D(x2));
fulladder f3(.A(A[2]),.B(y[3]),.C(x2),.S(S[2]),.D(x3));
fulladder f4(.A(A[3]),.B(y[4]),.C(x3),.S(S[3]),.D(D));
endmodule
==> design/flow/run.sh <==
#!/bin/bash
# OpenROAD 26Q1-2900-gdf79404cd8, Yosys 0.63+post, stock flow scripts
make -C /OpenROAD-flow-scripts/flow DESIGN_CONFIG=/design/flow/config.mk WORK_HOME=/design/flow/orfs finish
==> design/flow/config.mk <==
export PLATFORM = sky130hd
export DESIGN_NAME = par_addsub
export DESIGN_NICKNAME = par_addsub
export VERILOG_FILES = /design/flow/design.v
export SDC_FILE = /design/flow/constraint.sdc
export NUM_CORES = 4
export LEC_CHECK = 1
export CORE_AREA = 10 10 70 70
export DIE_AREA = 0 0 80 80
==> design/flow/constraint.sdc <==
current_design par_addsub

set clk_period 4.7
set clk_io_pct 0.2

create_clock -name clk0 -period $clk_period

set non_clock_inputs [all_inputs -no_clocks]
set_input_delay [expr $clk_period * $clk_io_pct] -clock clk0 $non_clock_inputs
set_output_delay [expr $clk_period * $clk_io_pct] -clock clk0 [all_outputs]
==> run notes <==
Implementation results

The run finished with clean final reports. Global routing finished with a remaining overflow of 0. The area of the synthesized netlist per yosys stat is about 150 um^2. The flow reported a cell area power density of approximately 120 nW/um^2. Timing would allow up to between 200 and 250 MHz. Per the repair_timing log after CTS, setup buffers inserted total 0. Pin placement for this block handled 14 I/O pins. The number of warnings reported in the stage logs is 35. The static leakage is 0.117 nW. The DRC violation count after routing is 0. The minimum clock period is 4.34 ns.

Post-CTS repair ended up resizing 0 cells. In this run, the number of DRC markers left after iteration 0 of detailed routing was 0. At the worst endpoint, the arrival time is between 3 and 4 ns. The count of input and output buffers is 14. The largest stage delay on the critical path is ~0.50 ns. The initial antenna violation count is 0. The number of iterations in the first detailed-routing pass is 1. The post-placement cell count is 72. The accumulated negative setup slack is 0 ns.

The number of nets still failing antenna checks after routing is 0. After technology mapping, the gate count stands at 16. The element type at the critical path start is a primary input. The combined buffer and inverter count along the critical path is 4.

The x dimension of the die is 80 um. The total routing resource utilization after global routing is about 1.6%. After synthesis, the mean cell area works out to approximately 9.5 um^2. The final tally of max-slew violations is 0. The data required time of the worst path is between 3 and 4 ns. The finished layout holds 72 standard cells, fillers aside. The routed layout has 123 vias. Per STA, the library cell used most along the worst path is sky130_fd_sc_hd__fa_1. The gate family responsible for the most delay along the worst path is buffers and inverters. The number of max-cap violations is 0. The number of hold-repair buffers added at the cts stage is 0. The count of warnings emitted by yosys is 0. The number of rows in the core area is 21. Entering global routing, the biggest net connects 5 pins. The floorplan core area is between 3000 and 4000 um^2. The chip area is about 6400 um^2. The final routed wire length divided by cell count is between 7 and 8 um. Cells with a size suffix above 1 make up about 3.8% of the layout. The layout has 0 clock buffers. Setup repair after global routing left no endpoint under its margin. The via count of the first global-routing pass came to about 130. For this design, Yosys synthesis ends with a cell count of 16. Dividing the detail-routed via count by the number of cells gives around 1.7. The last timing report of the flow puts the setup violation total at 0. The critical path class is primary input to output pin. After its last routability iteration, the placer logged a weighted congestion of 0.737. The die outline height is 80 um. For this run the detailed placement stage logged an HPWL of roughly 540 um. The post-route fraction of the period consumed by the critical path is ~92%.

The count of sequential standard cells is 0. The first global-routing pass estimated between 700 and 800 um of wire. The end point of the critical path is S[3].

The count of cell types in the netlist is 6. STA classifies the critical path endpoint as an output pin. Per the OpenROAD timing report, the critical path contains 8 cells. The peak supply drop is slightly below 30 uV. The total standard cell area after synthesis is approximately 150 um^2. Antenna repair during routing inserted a diode count of 0. The startpoint of the most critical setup path is B[0].

The most critical hold endpoint after final layout shows a slack of ~2.9 ns. The worst slew slack as a fraction of its limit is 86.5%. Traced cell by cell, the critical path runs through clkdlybuf4s50_1 > mux2_2 > fa_1 > inv_1 > fa_1 > inv_1 > fa_1 > clkdlybuf4s50_1. In the final report, the number of hold violations comes to 0. After synthesis, flip-flops and latches occupy 0% of the total area. For the pin with the worst max-slew slack, the measured transition is slightly above 0.2 ns. STA reports the tightest min-delay check as being of type primary input to output pin. The detailed-route wire length is between 500 and 600 um. In this run the worst path has a maximum fanout of 2. The growth of design area from synthesis to finish is 111%. The initial core utilization is 4.43%.

The slowest stage cell on the critical path is sky130_fd_sc_hd__clkdlybuf4s50_1. The sequential standard cell area is 0 um^2.
[metrics by stage]
step	cell area, um^2	setup WS [ns]	total power, mW	utilization, %
after floorplan	151	1.35	0.0186	-
after global placement	319	0.380	0.0390	9.34
after detailed placement	319	0.348	0.0400	9.34
after CTS	319	0.342	0.0401	9.34
after global routing	319	0.270	0.0437	9.34
final	319	0.355	0.0392	9.34
[cell families after synthesis]
group / synth area share, %
XOR/XNOR: 23.1
multiplexers: 7.44
adder cells (fa/ha/maj): 39.7
buffers and inverters: 29.7
[synth_stat cells]
master,instances,area (um^2)
sky130_fd_sc_hd__fa_1,3,60.1
sky130_fd_sc_hd__inv_1,4,15.0
sky130_fd_sc_hd__xor2_1,3,26.3
sky130_fd_sc_hd__buf_4,4,30.0
sky130_fd_sc_hd__mux2_2,1,11.3
sky130_fd_sc_hd__xnor2_1,1,8.76
[power breakdown]
group	internal, mW	total, mW	switching [mW]
clock	0	0	0
combinational	0.0271	0.0392	0.0121
sequential	0	0	0
total	0.0271	0.0392	0.0121
[layer usage]
| metal | wire length, um | GRT usage (%) | vias up |
|---|---|---|---|
| met4 | 0 | 0 | 0 |
| li1 | - | - | 61 |
| met5 | 0 | 0 | - |
| met1 | 272 | 2.40 | 51 |
| met2 | 152 | 1.69 | 11 |
| met3 | 101 | 1.25 | 0 |
[worst min path at each step]
| stage | startpoint | endpoint | slack, ns | cells after the start |
|---|---|---|---|---|
| after CTS | A[0] | S[0] | 2.87 | 3 |
| after global routing | A[0] | S[0] | 2.90 | 3 |
| final | A[0] | S[0] | 2.86 | 3 |
[cells in the final DEF, fill, tap and decap left out, drive strengths merged]
cell type and instances:
xor2 3, mux2 1, inv 4, xnor2 1, fa 3, clkdlybuf4s50 14
[area by class of cell]
| type | instances | area (um^2) |
|---|---|---|
| tap | 46 | 57.6 |
| timing repair buffer | 14 | 140 |
| fill | 417 | 3100 |
| multi-input combinational | 8 | 106 |
| inverter | 4 | 15.0 |
No activity file was given, so power comes from the tool's default toggle rates.
